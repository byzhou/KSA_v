**design/flow/design.v**
```verilog
module KSA (s, a, b, c);
  parameter BITS = 64;
  parameter LEVELS = 6;
  input [BITS-1:0]  a;
  input [BITS-1:0]  b;
  input             c;       
  output [BITS:0]   s;       
  wire [BITS-1:0]   Plvl[LEVELS:0], Glvl[LEVELS:0];
  assign Plvl[0][BITS-1:0] = a^b;
  assign Glvl[0][BITS-1:0] = a&b;
  genvar lvl;
  generate
    for (lvl = 1; lvl <= LEVELS; lvl = lvl + 1) begin :gen_KSA
      assign Plvl[lvl][2**(lvl-1)-1:0] = Plvl[lvl-1][2**(lvl-1)-1:0];
      assign Glvl[lvl][2**(lvl-1)-1:0] = Glvl[lvl-1][2**(lvl-1)-1:0];
      assign Plvl[lvl][BITS-1:2**(lvl-1)] = Plvl[lvl-1][BITS-1:2**(lvl-1)] & Plvl[lvl-1][BITS-1 - 2**(lvl-1):0];
      assign Glvl[lvl][BITS-1:2**(lvl-1)] = (Plvl[lvl-1][BITS-1:2**(lvl-1)] & Glvl[lvl-1][BITS-1 - 2**(lvl-1):0]) | Glvl[lvl-1][BITS-1:2**(lvl-1)];
    end
  endgenerate
  assign s = {1'b0, Plvl[0]}^{Glvl[LEVELS], c};
endmodule
module KSA_pipe(s, a, b, c, clk);
	parameter BITS = 64;
	parameter LEVELS = 6;
	input [BITS-1:0]	a;
	input [BITS-1:0]	b;
	input				c;
	input clk;
	output [BITS:0]		s;
	wire [BITS-1:0]		aIn;
	wire [BITS-1:0]		bIn;
	wire				cIn;
	wire [BITS:0]		sOut;
	REGS #(.BITS(BITS)) inputBUF_A (aIn, a, clk);
	REGS #(.BITS(BITS)) inputBUF_B (bIn, b, clk);
	REG 				inputBUF_C (cIn, c, clk);
	KSA #(.BITS(BITS), .LEVELS(LEVELS))adder4 (sOut, aIn, bIn, cIn);
	REGS #(.BITS(BITS+1)) outputBUF_S (s, sOut, clk);
endmodule
module REGS (Q, D, clk);
	parameter BITS = 64;
	input [BITS-1:0]	D;
	input				clk;
	output [BITS-1:0]	Q;
	genvar i;
	generate
		for (i = 0; i < BITS; i = i + 1) begin : reg_gen
			REG RR (Q[i], D[i], clk);
		end
	endgenerate
endmodule
module REG (Q, D, clk);
	input		D;
	input 		clk;
	output reg 	Q;
	always @ (posedge clk) begin
		Q <= D;
	end
endmodule
```
**design/flow/run.sh**
```bash
#!/bin/bash
# OpenROAD 26Q1-2900-gdf79404cd8, Yosys 0.63+post, stock flow scripts
make -C /OpenROAD-flow-scripts/flow DESIGN_CONFIG=/design/flow/config.mk WORK_HOME=/design/flow/orfs finish
```
**design/flow/config.mk**
```make
export PLATFORM = sky130hd
export DESIGN_NAME = KSA_pipe
export DESIGN_NICKNAME = KSA_pipe
export VERILOG_FILES = /design/flow/design.v
export SDC_FILE = /design/flow/constraint.sdc
export NUM_CORES = 4
export LEC_CHECK = 1
export CORE_UTILIZATION = 40
```
**design/flow/constraint.sdc**
```tcl
current_design KSA_pipe

set clk_period 10.4
set clk_io_pct 0.2

create_clock -name clk0 -period $clk_period [get_ports {clk}]

set non_clock_inputs [all_inputs -no_clocks]
set_input_delay [expr $clk_period * $clk_io_pct] -clock clk0 $non_clock_inputs
set_output_delay [expr $clk_period * $clk_io_pct] -clock clk0 [all_outputs]
```
==> deck_impl_summary.md <==
Synthesis and Place & Route Summary

Route
  – Drt pass-1 iters: 5
  – Ant. Diodes: 0
  – DR vias/cell: about 5
  – Routed WL per cell: 15.0 µm
  – Final WL: between 15000 and 20000 µm
  – # DRC: 0
  – Via count: 6149
  – Antenna Nets Post-Route: 0
  – Iteration-0 DRC Markers: between 300 and 400

Final timing
  – Number of max-slew violations in the final report: 0
  – Final setup fails: 0
  – Unrepaired setup endpoints after global routing: no
  – Fin crit share: 0.321
  – Final min period: around 3.3 ns
  – Setup TNS: 0 ns
  – Worst clock skew: 0.00816 ns
  – Slew Limit Headroom: 0.519
  – Fmax: 299 MHz
  – Final hold vios: 0
  – Setup ws final: slightly above 7 ns
  – Worst slew pin tran: about 0.7 ns

Clocking
  – Hold_buf cts: 0
  – CTS H-Tree Depth: 4
  – Clock slew at reported path FFs: 0.07 ns
  – Num CTS Buffers: 17
  – CTS tree: built
  – CTS Sinks: 194
  – Postcts setup bufs: 0
  – Clk buf depth: 2
  – PostCTS Resize Cnt: 0
  – Worst-Skew Late Latency: between 0.4 and 0.5 ns
  – Root buffer cell: clkbuf_16

Critical path
  – Worst EP arrival: 1.26 ns
  – Kind of critical path: reg -> out
  – CP Data Required Time: between 8 and 9 ns
  – Critical path fanouts, max: 1
  – WP buf/inv: 1
  – Max incr delay on CP: 0.48 ns
  – Crit path cell chain: clkdlybuf4s50_1
  – CP max-delay cell: clkdlybuf4s50_1
  – CP endpoint kind: primary output
  – Crit start category: flip-flop
  – CP delay by family, top: buffers and inverters

Synth
  – Gate count of the mapped netlist: 840
  – Flops & latches, synth: 194
  – FFs w/ async S/R, synth: 0
  – Prevailing post-synth register cell: dfxtp_1
  – Ys cells: 840
  – Post-synth cell types: slightly below 70
  – Synth Cell Area: around 8300 µm²
  – Warnings, synthesis: 2
  – Avg Cell Area, Syn: 9.92 µm²
  – Synth Seq Share: 0.466
  – EDFF count, synth: 0
  – Yosys stat area: 8340 µm²

Die
  – # IOs: between 150 and 200
  – Row count: 52
  – Die Ht: ~150 µm
  – Initial Utilization: 0.409
  – Core Box Area: approximately 20000 µm²
  – Die area: roughly 21000 µm²
  – Die Wd: between 100 and 150 µm

Status
  – Status: complete, no violations

Cells and area
  – Area added between synthesis and finish: 28.0%
  – Share of layout cells above drive strength 1: 0.0540
  – Fill cells: 1858

Placement
  – Post-Place Setup Slack: approximately 7.2 ns
  – Port Buf Inserts: approximately 190
  – Gpl congestion: 0.894
  – Hpwl dp: ~15000 µm

Global route
  – Initial antenna violation count: 0
  – GRT Resource Usage Total: 0.182
  – Largest net degree at the start of global routing: 17
  – Vias in the first global route: 5973
  – Overflow after GRT: 0
  – First-pass GRT wire length: between 30000 and 40000 µm

Job
  – Max-cap violations: 0
  – Tool warning count: 25

Pwr
  – Max VDD drop: 0.121 mV
  – LEAKAGE: roughly 4.4 nW
  – PwrDens: between 150 and 200 nW/µm²

Hold path
  – Type of the worst min-delay path: reg -> reg
==> path summary, 6_finish.rpt <==
path / start / cells past startpoint / to / slack (ns)
setup / recovery: outputBUF_S.reg_gen[36].RR.Q / 1 / s[36] / 7.06
hold / removal: inputBUF_C.Q / 1 / outputBUF_S.reg_gen[0].RR.Q / 0.42
setup reg to reg: inputBUF_A.reg_gen[0].RR.Q / 12 / outputBUF_S.reg_gen[50].RR.Q / 7.23
hold reg to reg: inputBUF_C.Q / 1 / outputBUF_S.reg_gen[0].RR.Q / 0.42
==> stage by stage <==
stage	power, mW	utilization	cells	area, µm²	hold slack, ns
final	1.96	0.524	1252	10700	0.424
after global routing	2.05	0.524	1252	10700	0.441
after CTS	1.98	0.524	1252	10700	0.427
after detailed placement	1.28	0.493	1220	10000	0.417
after global placement	1.29	0.493	1220	10000	0.410
after floorplan	1.13	-	840	8340	0.406
==> worst register-to-register path, cell delays in order, from the launching register on <==
cell and delay [ns]:
dfxtp_1 0.32, ha_1 0.20, inv_1 0.07, fa_1 0.39
nand2b_1 0.19, a21oi_2 0.22, o211ai_1 0.22, a2111oi_4 0.34
a211oi_2 0.12, o41ai_2 0.48, a41oi_2 0.23, o21ai_2 0.18
xor2_1 0.15
==> layout make-up <==
class	instances	area [µm²]	area share
clock buffers	20	447	0.0419
clock inverters	12	179	0.0168
inverters	26	97.6	0.00915
multi-input cells	536	3780	0.355
flip-flops and latches	194	3880	0.364
well taps	270	338	0.0317
repair buffers	194	1940	0.182
==> kinds of logic (layout without fill, tap and decap cells) <==
| kind of cell | Yosys count | in the layout | synth area share |
|---|---|---|---|
| simple gates | 179 | 179 | 0.108 |
| flops | 194 | 194 | 0.466 |
| fa+ha+maj | 65 | 65 | 0.0985 |
| compound gates | 234 | 234 | 0.187 |
| buf+inv | 110 | 252 | 0.0801 |
| xor+xnor | 58 | 58 | 0.0609 |
==> Yosys cell counts (3+ instances only) <==
cell type  count  area [µm²]
a21boi_1       3        22.5
a21o_1        27         203
a21oi_1       88         440
a221o_1        3        30.0
and2_1         3        18.8
and3_1         6        37.5
buf_2          9        45.0
buf_4         65         488
clkbuf_1      10        37.5
dfxtp_1      194        3880
ha_1          64         801
inv_1         26        97.6
nand2_1       50         188
nand2b_1       8        50.1
nand3_1       13        65.1
nand4_1       21         131
nor2_1        44         165
nor2b_1        4        25.0
nor3_1        10        50.1
o2111ai_1      3        26.3
o211ai_1       5        37.5
o211ai_2       3        37.5
o21a_1         8        60.1
o21ai_0       41         205
o21bai_1      19         143
or3_1          4        25.0
xnor2_1       34         298
xor2_1        24         210
==> registers in the layout, summed over array words and instances, names as in the netlist <==
name                      cells
inputBUF_C.Q                  1
outputBUF_S.reg_gen.RR.Q     65
inputBUF_B.reg_gen.RR.Q      64
inputBUF_A.reg_gen.RR.Q      64
==> routing by layer <==
metal / track usage / share of wire / wire [µm] / vias to the layer above
li1: - / - / - / 3168
met1: 0.271 / 0.47 / 8810 / 2798
met4: 0.0214 / 0.012 / 228 / 0
met5: 0 / 0 / 0 / -
met3: 0.0357 / 0.052 / 975 / 16
met2: 0.291 / 0.47 / 8810 / 167
==> placed cells by master, fill, tap and decap left out, drive strengths merged, types with 4 or more instances in the layout <==
cell type,instances
o211ai,8
nand3,13
inv,28
dfxtp,194
or3,4
nand2b,8
and3,6
o21ai,45
bufinv,4
nor2,44
ha,64
a21o,27
and2,4
clkbuf,20
nor3,12
nand4,22
nor2b,4
o21a,8
a21boi,5
clkdlybuf4s50,194
nand2,51
a21oi,89
o21bai,19
xnor2,34
xor2,24
==> where the power goes <==
part           switching, mW  internal (mW)
registers             0.0262          0.828
clock network          0.278          0.410
logic                  0.177          0.236
total                  0.481           1.47
Power and IR drop assume default switching activity.
